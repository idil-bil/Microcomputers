**flow/design.v**
```verilog
module ALU(Ain,Bin,ALUop,out,Z);
	input [15:0] Ain, Bin;
	input [1:0] ALUop;
	output [15:0] out;
	output Z;
	reg [15:0] out;
	reg Z = 1'b0;
	always @(*) begin
		case(ALUop)
			0: out = Ain + Bin;
			1: out = Ain - Bin;
			2: out = Ain & Bin;
			3: out = ~Bin;
		endcase
		if(out == 16'b0)
			Z = 1'b1;
		else
			Z = 1'b0;
	end
endmodule
module datapath (clk,readnum,vsel,loada,loadb,shift,asel,bsel,ALUop,loadc,loads,writenum,write,datapath_in,Z_out,datapath_out);
	input clk,vsel,loada,loadb,asel,bsel,loadc,loads,write;
	input [1:0] shift,ALUop;
	input [2:0] readnum,writenum;
	input [15:0] datapath_in;
	output reg Z_out;
	output reg [15:0] datapath_out;
	reg [15:0] data_in,A,B,C,Ain,Bin;
	wire Z;
	wire[15:0] data_out,sout,out;
	always @(*) begin
		if(vsel ==1)
			data_in = datapath_in;
		else
			data_in = datapath_out;
	end
	regfile REGFILE (.data_in(data_in),.writenum(writenum),.write(write),.readnum(readnum),.clk(clk),.data_out(data_out));
	always @(posedge clk) begin
		if(loada == 1)
			A = data_out;
	end
	always @(*) begin
		if(asel == 1)
			Ain = 16'b0;
		else
			Ain = A;
	end
	always @(posedge clk) begin
		if(loadb == 1)
			B = data_out;
	end
	shifter SHIFTER (.in(B),.shift(shift),.sout(sout));
	always @(*) begin
		if(bsel == 1)
			Bin = {11'b0,datapath_in[4:0]};
		else
			Bin = sout;
	end
	ALU alu(.Ain(Ain),.Bin(Bin),.ALUop(ALUop),.out(out),.Z(Z));
	always @(posedge clk) begin
		if(loads == 1)
			Z_out = Z;
	end
	always @(posedge clk) begin
		if(loadc == 1) begin
			C = out;
			datapath_out = out;
		end
	end
endmodule
module lab5_top(KEY,SW,LEDR,HEX0,HEX1,HEX2,HEX3,HEX4,HEX5,CLOCK_50);
  input [3:0] KEY;
  input [9:0] SW;
  output [9:0] LEDR; 
  output [6:0] HEX0, HEX1, HEX2, HEX3, HEX4, HEX5;
  input CLOCK_50;
  wire [15:0] datapath_out, datapath_in;
  wire write, vsel, loada, loadb, asel, bsel, loadc, loads;
  wire [2:0] readnum, writenum;
  wire [1:0] shift, ALUop;
  input_iface IN(CLOCK_50, SW, datapath_in, write, vsel, loada, loadb, asel, 
                 bsel, loadc, loads, readnum, writenum, shift, ALUop, LEDR[8:0]);
  datapath DP ( .clk         (~KEY[0]),  
                .readnum     (readnum),
                .vsel        (vsel),
                .loada       (loada),
                .loadb       (loadb),
                .shift       (shift),
                .asel        (asel),
                .bsel        (bsel),
                .ALUop       (ALUop),
                .loadc       (loadc),
                .loads       (loads),
                .writenum    (writenum),
                .write       (write),  
                .datapath_in (datapath_in),
                .Z_out       (LEDR[9]),
                .datapath_out(datapath_out)
             );
  sseg H0(datapath_out[3:0],   HEX0);   
  sseg H1(datapath_out[7:4],   HEX1);
  sseg H2(datapath_out[11:8],  HEX2);
  sseg H3(datapath_out[15:12], HEX3);
  assign HEX4 = 7'b1111111;   
  assign HEX5 = 7'b1111111;   
endmodule
module input_iface(clk, SW, datapath_in, write, vsel, loada, loadb, asel, bsel, 
                   loadc, loads, readnum, writenum, shift, ALUop, LEDR);
  input clk;
  input [9:0] SW;
  output [15:0] datapath_in;
  output write, vsel, loada, loadb, asel, bsel, loadc, loads;
  output [2:0] readnum, writenum;
  output [1:0] shift, ALUop;
  output [8:0] LEDR;
  wire sel_sw = SW[9];  
  wire [15:0] datapath_in_next = sel_sw ? {8'b0,SW[7:0]} : datapath_in;
  vDFF #(16) DATA(clk,datapath_in_next,datapath_in);
  wire [8:0] ctrl_sw;
  wire [8:0] ctrl_sw_next = sel_sw ? ctrl_sw : SW[8:0];
  vDFF #(9) CTRL(clk,ctrl_sw_next,ctrl_sw);
  assign {readnum,vsel,loada,loadb,shift,asel,bsel,ALUop,loadc,loads,writenum,write}={
           ctrl_sw[3:1], ctrl_sw[4], ctrl_sw[5], ctrl_sw[6], 
           ctrl_sw[2:1], ctrl_sw[3], ctrl_sw[4], ctrl_sw[6:5], ctrl_sw[7], ctrl_sw[8],  
           ctrl_sw[3:1], ctrl_sw[0]    
  };
  assign LEDR = sel_sw ? ctrl_sw : {1'b0, datapath_in[7:0]};  
endmodule         
module vDFF(clk,D,Q);
  parameter n=1;
  input clk;
  input [n-1:0] D;
  output [n-1:0] Q;
  reg [n-1:0] Q;
  always @(posedge clk)
    Q <= D;
endmodule
module sseg(in,segs);
  	input [3:0] in;
  	output [6:0] segs;
	reg [6:0] segs;
	always @(*) begin
		case(in)
			1: segs = 7'b1111001;
			2: segs = 7'b0100100;
			3: segs = 7'b0110000;
			4: segs = 7'b0011001;
			5: segs = 7'b0010010;
			6: segs = 7'b0000010;
			7: segs = 7'b1111000;
			8: segs = 7'b0000000;
			9: segs = 7'b0010000;
			10: segs = 7'b0001000;
			11: segs = 7'b0000011;
			12: segs = 7'b1000110;
			13: segs = 7'b0100001;
			14: segs = 7'b0000110;
			15: segs = 7'b0001110;
			default: segs = 7'b1000000;
		endcase
	end
endmodule
module regfile(data_in,writenum,write,readnum,clk,data_out);
 input [15:0] data_in;
 input [2:0] writenum, readnum;
 input write, clk;
 output reg [15:0] data_out;
 reg [15:0] R0,R1,R2,R3,R4,R5,R6,R7;
always @(*) begin
	case(readnum)
		0: data_out = R0;
		1: data_out = R1;
		2: data_out = R2;
		3: data_out = R3;
		4: data_out = R4;
		5: data_out = R5;
		6: data_out = R6;
		7: data_out = R7;
	endcase
end
always @(posedge clk) begin
	if(write == 1) begin
		case(writenum)
			0: R0 = data_in;
			1: R1 = data_in;
			2: R2 = data_in;
			3: R3 = data_in;
			4: R4 = data_in;
			5: R5 = data_in;
			6: R6 = data_in;
			7: R7 = data_in;
		endcase
	end
end
endmodule
module shifter(in,shift,sout);
	input [15:0] in;
	input [1:0] shift;
	output [15:0] sout;
	reg [15:0] sout;
	reg temp;
	always @(*) begin
		temp = in[0];
		case(shift)
			0: sout = in;
			1: sout = in << 1;
			2: sout = in >> 1;
			3: begin
				sout = in >> 1;
				sout[15] = temp;
			end
		endcase
	end
endmodule
```
**flow/run.sh**
```bash
#!/bin/bash
# OpenROAD 26Q1-2900-gdf79404cd8, Yosys 0.63+post, stock flow scripts
make -C /OpenROAD-flow-scripts/flow DESIGN_CONFIG=/design/flow/config.mk WORK_HOME=/design/flow/orfs finish
```
**flow/config.mk**
```make
export PLATFORM = sky130hd
export DESIGN_NAME = lab5_top
export DESIGN_NICKNAME = lab5_top
export VERILOG_FILES = /design/flow/design.v
export SDC_FILE = /design/flow/constraint.sdc
export NUM_CORES = 4
export LEC_CHECK = 1
export CORE_UTILIZATION = 50
```
**flow/constraint.sdc**
```tcl
current_design lab5_top

set clk_period 2.4
set clk_io_pct 0.2

create_clock -name clk0 -period $clk_period [get_ports {CLOCK_50}]

set non_clock_inputs [all_inputs -no_clocks]
set_input_delay [expr $clk_period * $clk_io_pct] -clock clk0 $non_clock_inputs
set_output_delay [expr $clk_period * $clk_io_pct] -clock clk0 [all_outputs]
```
==> ci_impl_report.md <==
### Metrics collected by this job

| Metric | Value |
|---|---|
| Largest vdd supply drop | 0.2745 mV |
| Synthesized instance count | between 900 and 1,000 |
| P_sw | 1.369 mW |
| Post-Route WL | 24,940 um |
| Top delay family on crit path | buffers and inverters |
| Post-DP HPWL | 17,490 um |
| Critical Path Sink Type | output pin |
| Comb power frac | 62.4% |
| Top-area cell share | 51.74% |
| Die Y | about 150 um |
| Global placer's final weighted congestion | 0.8877 |
| Clock Power Share | roughly 11% |
| Largest net degree at the start of global routing | 97 |
| EDFF count, synth | 194 |
| WP data arrival | 1.52 ns |
| Final setup viols | 0 |
| Final ANT Viol Nets | 0 |
| Max-cap violations | 0 |
| Power Internal | 1.729 mW |
| Crit-path max cell delay | roughly 0.41 ns |
| CTS buffer count | 3 |
| DRT iter0 DRCs | approximately 420 |
| Dominant cell type by area after synthesis | edfxtp_1 |
| Status | finished, final reports clean |
| Initial antenna violation count | 0 |
| Final Hold Viols | 0 |
| Routed WL per cell | 20.07 um |
| TNS Setup | 0 ns |
| DR vias/cell | 5.778 |
| CTS tree | done |
| Count of unclocked register or latch pins | ~210 |
| Top FF cell, synth | edfxtp_1 |
| Io pins | ~67 |
| Clock slew at reported path FFs | 0.06 ns |
| Cell area leaders | edfxtp_1 (52%), dfxtp_1 (5.0%), mux2i_1 (5.0%) |
| Final critical-path share of the clock period | approximately 83% |
| Post-CTS sizing | 0 |
| Synth warn | 7 |
| Fin. max-slew vios | 0 |
| Synthesis area per yosys | between 0.01 and 0.015 sq mm |
| # Cells Yosys | between 900 and 1,000 |
| Leak Pwr | 4.441 nW |
| Worst slew pin tran | 0.8905 ns |
| Sw Ratio | 44.19% |
| Synth Area per Inst | 12.07 sq um |
| Tool warnings | 48 |
| Floorplan utilization | 51.28% |
| Design area | 0.01211 sq mm |
| RSZ-0062 raised after global routing | no |
| Share of layout cells above drive strength 1 | 8.307% |
| Slowest cell on crit path | clkdlybuf4s50_1 |
| Startpoint types | input port |
| Slew margin rel. | 38.94% |
| Clock root buffer | clkbuf_16 |
| Setup CP Type | input port to output pin |
| Clock tree buffer depth | 2 |
| Full die area | 0.02312 sq mm |
| Area growth from synthesis to layout | 7.535% |
| Overflow left after global routing | 0 |
| Row count | 54 |
| CP Buf/Inv Count | 3 |
| Max frequency | 500.6 MHz |
| Worst Min Path Start | SW[9] |
| Core Area | 0.02196 sq mm |
| Worst Setup SP | SW[9] |
| Post-synth seq share | roughly 57% |
| Post-synth top cells | edfxtp_1 (194), nand2_1 (64), nor2_1 (63) |
| P per Cell Area | 255.9 mW/mm^2 |
| Placed cell areas | between 0.01 and 0.015 sq mm |
| Hold_buf cts | 0 |
| Endpoints left unconstrained | 411 |
| First-pass GRT wire length | 39,960 um |
| Flop pwr share | 26.5% |
| # port buffers | 49 |
| Hold crit path type | input port to flop |
| Crit path DRT | about 1.9 ns |
| DRC viols | 0 |
| Die W | around 150 um |
| Post-layout min period | 1.998 ns |
| Ys async rst share | 0% |
| # diodes | 0 |
| Most common cell in the netlist | edfxtp_1 |
| Vias in the first global route | between 7,000 and 8,000 |
| Post-synthesis cell area | roughly 0.011 sq mm |
| Critical-path cell list | dlymetal6s2s_1, buf_6, mux2_2, clkdlybuf4s50_1 |
| CTS H-tree depth | 1 |
| #FFs+latches synth | 222 |
| Drt first pass iters | 7 |
| Vias | 7,182 |
| Library cells used by synthesis | 70 |
| Setup bufs post-CTS | 0 |
| Global Route Usage Sum | 24.02% |
| Worst Path Max Fanout | 7 |
[through the flow]
step                instances  total power, mW  hold WS [ns]  utilization [%]  setup slack [ns]
global placement         1239            2.715         1.059            54.72           0.04656
detailed placement       1239            2.752         1.068            54.72           0.04810
CTS                      1243            3.112        0.8109            55.09           0.04060
floorplan                 946            2.260        0.5789                -            0.1338
finish                   1243            3.098        0.6401            55.14            0.4023
global route             1243            3.371        0.6554            55.14            0.3507
[registers in the layout, summed over array words and instances, names as in the netlist, 8 cells and up]
register         cells
DP.REGFILE.R6       16
DP.REGFILE.R4       16
DP.REGFILE.R2       16
DP.B                16
DP.REGFILE.R7       16
DP.REGFILE.R0       16
IN.CTRL.Q            9
DP.REGFILE.R1       16
DP.REGFILE.R3       16
DP.datapath_out     16
DP.A                16
DP.REGFILE.R5       16
IN.DATA.Q            8
[layout make-up]
class	instances	area [sq um]
clock inverters	1	7.507
repair buffers	73	680.7
flip-flops and latches	222	6386
clock buffers	3	75.07
inverters	33	126.4
multi-input cells	631	4482
well taps	280	350.3
fillers	1800	9851
[per-layer routing]
metal / wire (um) / global-route usage (%) / part of all wire [%]
met1: 11510 / 40.01 / 46
met2: 11380 / 36.11 / 46
met3: 1977 / 7.614 / 7.9
met4: 74 / 0.7289 / 0.30
met5: 0 / 0 / 0
[final timing paths]
path | to | cells after the start | slack (ns)
setup / recovery | LEDR[3] | 4 | 0.40
hold / removal | IN.DATA.Q[7]$_DFFE_PP_ | 2 | 0.64
[logic make-up (layout without fill, tap and decap cells)]
family,count (synthesis),count (layout),share of synthesized area (%)
fa+ha+maj,41,41,4.623
other cells,1,14,0.03331
mux,94,94,9.734
simple gates,260,260,11.58
compound gates,202,202,11.80
flops,222,222,56.72
buf+inv,93,110,3.956
xor+xnor,20,20,1.556
[placed cells by master, fill, tap and decap left out, drive strengths merged, types with 4 or more instances in the layout]
cell type,netlist,layout
mux4,8,8
nor4,7,7
nor3b,6,6
a22oi,4,4
o22ai,15,15
nor3,17,17
conb,1,14
or3,4,4
clkdlybuf4s50,0,48
buf,35,24
and3,5,5
a31oi,7,7
a21o,5,5
a211oi,23,23
o31ai,8,8
inv,32,32
a22o,6,6
nor2,63,63
dfxtp,28,28
mux2,28,28
mux2i,58,58
xor2,12,12
or4,4,4
nand3,20,20
a21oi,48,48
nand2,64,64
nand2b,15,15
a21boi,6,6
o21a,5,5
xnor2,8,8
edfxtp,194,194
nor2b,44,44
o21ai,51,51
ha,40,40
[power groups by stage]
stage         Clock [mW]  Combinational, mW  Sequential, mW
CTS                0.350               1.94           0.823
finish             0.344               1.93           0.821
global route       0.361               2.17           0.835
Power and IR drop assume default switching activity.
