==> design/flow/design.v <==
module lab3_top(
  input [3:0] SW,
  input [3:0] KEY,
  output reg [6:0] HEX0, HEX1, HEX2, HEX3, HEX4, HEX5,
  output [9:0] LEDR);  
  reg [3:0] state;
  	always @(negedge KEY[0]) begin
		if(KEY[3] == 0)
			state = 4'd0;
		else begin
			case(state)
				4'd0: if (SW == 4'd3)
					state = 4'd1;
					else 
					state = 4'd7;
				4'd1: if (SW == 4'd4)
					state = 4'd2;
					else 
					state = 4'd8;
				4'd2: if (SW == 4'd4)
					state = 4'd3;
					else 
					state = 4'd9;
				4'd3: if (SW == 4'd1)
					state = 4'd4;
					else
					state = 4'd10;
				4'd4: if (SW == 4'd8)
					state = 4'd5;
					else 
					state = 4'd11;
				4'd5: if (SW == 4'd9)
					state = 4'd6;
					else
					state = 4'd12;
				4'd6: state = 4'd6;
				4'd7: state = 4'd8;
				4'd8: state = 4'd9;
				4'd9: state = 4'd10;
				4'd10: state = 4'd11;
				4'd11: state = 4'd12;
				4'd12: state = 4'd12;
				default: state = 4'd12;
			endcase
		end
	end
always @* begin
	case (SW)
		0: if (state == 4'd0 | state == 4'd1 | state ==4'd2 | state == 4'd3 | state == 4'd4 | state == 4'd5 | state == 4'd7 | state == 4'd8 | state == 4'd9 | state == 4'd10 | state == 4'd11) begin
			HEX5 = 7'b1111111;
			HEX4 = 7'b1111111;
			HEX3 = 7'b1111111;
			HEX2 = 7'b1111111;
			HEX1 = 7'b1111111;
			HEX0 = 7'b1000000;
			end
			else if (state == 4'd6) begin
			HEX5 = 7'b1111111;
			HEX4 = 7'b1111111;
			HEX3 = 7'b1000000;
			HEX2 = 7'b0001100;
			HEX1 = 7'b0000110;
			HEX0 = 7'b0101011;
			end
			else begin
			HEX5 = 7'b1000110;
			HEX4 = 7'b1000111;
			HEX3 = 7'b1000000;
			HEX2 = 7'b0010010;
			HEX1 = 7'b0000110;
			HEX0 = 7'b1000000;
			end
		1: if (state == 4'd0 | state == 4'd1 | state ==4'd2 | state == 4'd3 | state == 4'd4 | state == 4'd5 | state == 4'd7 | state == 4'd8 | state == 4'd9 | state == 4'd10 | state == 4'd11) begin
			HEX5 = 7'b1111111;
			HEX4 = 7'b1111111;
			HEX3 = 7'b1111111;
			HEX2 = 7'b1111111;
			HEX1 = 7'b1111111;
			HEX0 = 7'b1111001;
			end
			else if (state == 4'd6) begin
			HEX5 = 7'b1111111;
			HEX4 = 7'b1111111;
			HEX3 = 7'b1000000;
			HEX2 = 7'b0001100;
			HEX1 = 7'b0000110;
			HEX0 = 7'b0101011;
			end
			else begin
			HEX5 = 7'b1000110;
			HEX4 = 7'b1000111;
			HEX3 = 7'b1000000;
			HEX2 = 7'b0010010;
			HEX1 = 7'b0000110;
			HEX0 = 7'b1000000;
			end
		2: if (state == 4'd0 | state == 4'd1 | state ==4'd2 | state == 4'd3 | state == 4'd4 | state == 4'd5 | state == 4'd7 | state == 4'd8 | state == 4'd9 | state == 4'd10 | state == 4'd11) begin
			HEX5 = 7'b1111111;
			HEX4 = 7'b1111111;
			HEX3 = 7'b1111111;
			HEX2 = 7'b1111111;
			HEX1 = 7'b1111111;
			HEX0 = 7'b0100100;
			end
			else if (state == 4'd6) begin
			HEX5 = 7'b1111111;
			HEX4 = 7'b1111111;
			HEX3 = 7'b1000000;
			HEX2 = 7'b0001100;
			HEX1 = 7'b0000110;
			HEX0 = 7'b0101011;
			end
			else begin
			HEX5 = 7'b1000110;
			HEX4 = 7'b1000111;
			HEX3 = 7'b1000000;
			HEX2 = 7'b0010010;
			HEX1 = 7'b0000110;
			HEX0 = 7'b1000000;
			end
		3: if (state == 4'd0 | state == 4'd1 | state ==4'd2 | state == 4'd3 | state == 4'd4 | state == 4'd5 | state == 4'd7 | state == 4'd8 | state == 4'd9 | state == 4'd10 | state == 4'd11) begin
			HEX5 = 7'b1111111;
			HEX4 = 7'b1111111;
			HEX3 = 7'b1111111;
			HEX2 = 7'b1111111;
			HEX1 = 7'b1111111;
			HEX0 = 7'b0110000;
			end
			else if (state == 4'd6) begin
			HEX5 = 7'b1111111;
			HEX4 = 7'b1111111;
			HEX3 = 7'b1000000;
			HEX2 = 7'b0001100;
			HEX1 = 7'b0000110;
			HEX0 = 7'b0101011;
			end
			else begin
			HEX5 = 7'b1000110;
			HEX4 = 7'b1000111;
			HEX3 = 7'b1000000;
			HEX2 = 7'b0010010;
			HEX1 = 7'b0000110;
			HEX0 = 7'b1000000;
			end
		4: if (state == 4'd0 | state == 4'd1 | state ==4'd2 | state == 4'd3 | state == 4'd4 | state == 4'd5 | state == 4'd7 | state == 4'd8 | state == 4'd9 | state == 4'd10 | state == 4'd11) begin
			HEX5 = 7'b1111111;
			HEX4 = 7'b1111111;
			HEX3 = 7'b1111111;
			HEX2 = 7'b1111111;
			HEX1 = 7'b1111111;
			HEX0 = 7'b0011001;
			end
			else if (state == 4'd6) begin
			HEX5 = 7'b1111111;
			HEX4 = 7'b1111111;
			HEX3 = 7'b1000000;
			HEX2 = 7'b0001100;
			HEX1 = 7'b0000110;
			HEX0 = 7'b0101011;
			end
			else begin
			HEX5 = 7'b1000110;
			HEX4 = 7'b1000111;
			HEX3 = 7'b1000000;
			HEX2 = 7'b0010010;
			HEX1 = 7'b0000110;
			HEX0 = 7'b1000000;
			end
		5: if (state == 4'd0 | state == 4'd1 | state ==4'd2 | state == 4'd3 | state == 4'd4 | state == 4'd5 | state == 4'd7 | state == 4'd8 | state == 4'd9 | state == 4'd10 | state == 4'd11) begin
			HEX5 = 7'b1111111;
			HEX4 = 7'b1111111;
			HEX3 = 7'b1111111;
			HEX2 = 7'b1111111;
			HEX1 = 7'b1111111;
			HEX0 = 7'b0010010;
			end
			else if (state == 4'd6) begin
			HEX5 = 7'b1111111;
			HEX4 = 7'b1111111;
			HEX3 = 7'b1000000;
			HEX2 = 7'b0001100;
			HEX1 = 7'b0000110;
			HEX0 = 7'b0101011;
			end
			else begin
			HEX5 = 7'b1000110;
			HEX4 = 7'b1000111;
			HEX3 = 7'b1000000;
			HEX2 = 7'b0010010;
			HEX1 = 7'b0000110;
			HEX0 = 7'b1000000;
			end
		6: if (state == 4'd0 | state == 4'd1 | state ==4'd2 | state == 4'd3 | state == 4'd4 | state == 4'd5 | state == 4'd7 | state == 4'd8 | state == 4'd9 | state == 4'd10 | state == 4'd11) begin
			HEX5 = 7'b1111111;
			HEX4 = 7'b1111111;
			HEX3 = 7'b1111111;
			HEX2 = 7'b1111111;
			HEX1 = 7'b1111111;
			HEX0 = 7'b0000010;
			end
			else if (state == 4'd6) begin
			HEX5 = 7'b1111111;
			HEX4 = 7'b1111111;
			HEX3 = 7'b1000000;
			HEX2 = 7'b0001100;
			HEX1 = 7'b0000110;
			HEX0 = 7'b0101011;
			end
			else begin
			HEX5 = 7'b1000110;
			HEX4 = 7'b1000111;
			HEX3 = 7'b1000000;
			HEX2 = 7'b0010010;
			HEX1 = 7'b0000110;
			HEX0 = 7'b1000000;
			end
		7: if (state == 4'd0 | state == 4'd1 | state ==4'd2 | state == 4'd3 | state == 4'd4 | state == 4'd5 | state == 4'd7 | state == 4'd8 | state == 4'd9 | state == 4'd10 | state == 4'd11) begin
			HEX5 = 7'b1111111;
			HEX4 = 7'b1111111;
			HEX3 = 7'b1111111;
			HEX2 = 7'b1111111;
			HEX1 = 7'b1111111;
			HEX0 = 7'b1111000;
			end
			else if (state == 4'd6) begin
			HEX5 = 7'b1111111;
			HEX4 = 7'b1111111;
			HEX3 = 7'b1000000;
			HEX2 = 7'b0001100;
			HEX1 = 7'b0000110;
			HEX0 = 7'b0101011;
			end
			else begin
			HEX5 = 7'b1000110;
			HEX4 = 7'b1000111;
			HEX3 = 7'b1000000;
			HEX2 = 7'b0010010;
			HEX1 = 7'b0000110;
			HEX0 = 7'b1000000;
			end
		8: if (state == 4'd0 | state == 4'd1 | state ==4'd2 | state == 4'd3 | state == 4'd4 | state == 4'd5 | state == 4'd7 | state == 4'd8 | state == 4'd9 | state == 4'd10 | state == 4'd11) begin
			HEX5 = 7'b1111111;
			HEX4 = 7'b1111111;
			HEX3 = 7'b1111111;
			HEX2 = 7'b1111111;
			HEX1 = 7'b1111111;
			HEX0 = 7'b0000000;
			end
			else if (state == 4'd6) begin
			HEX5 = 7'b1111111;
			HEX4 = 7'b1111111;
			HEX3 = 7'b1000000;
			HEX2 = 7'b0001100;
			HEX1 = 7'b0000110;
			HEX0 = 7'b0101011;
			end
			else begin
			HEX5 = 7'b1000110;
			HEX4 = 7'b1000111;
			HEX3 = 7'b1000000;
			HEX2 = 7'b0010010;
			HEX1 = 7'b0000110;
			HEX0 = 7'b1000000;
			end
		9: if (state == 4'd0 | state == 4'd1 | state ==4'd2 | state == 4'd3 | state == 4'd4 | state == 4'd5 | state == 4'd7 | state == 4'd8 | state == 4'd9 | state == 4'd10 | state == 4'd11) begin
			HEX5 = 7'b1111111;
			HEX4 = 7'b1111111;
			HEX3 = 7'b1111111;
			HEX2 = 7'b1111111;
			HEX1 = 7'b1111111;
			HEX0 = 7'b0010000;
			end
			else if (state == 4'd6) begin
			HEX5 = 7'b1111111;
			HEX4 = 7'b1111111;
			HEX3 = 7'b1000000;
			HEX2 = 7'b0001100;
			HEX1 = 7'b0000110;
			HEX0 = 7'b0101011;
			end
			else begin
			HEX5 = 7'b1000110;
			HEX4 = 7'b1000111;
			HEX3 = 7'b1000000;
			HEX2 = 7'b0010010;
			HEX1 = 7'b0000110;
			HEX0 = 7'b1000000;
			end
		default: begin
			if (state == 4'd0 | state == 4'd1 | state ==4'd2 | state == 4'd3 | state == 4'd4 | state == 4'd5 | state == 4'd7 | state == 4'd8 | state == 4'd9 | state == 4'd10 | state == 4'd11) begin
			HEX5 = 7'b1111111;
			HEX4 = 7'b0000110;
			HEX3 = 7'b0101111;
			HEX2 = 7'b0101111;
			HEX1 = 7'b1000000;
			HEX0 = 7'b0101111;
			end
			else if (state == 4'd6) begin
			HEX5 = 7'b1111111;
			HEX4 = 7'b1111111;
			HEX3 = 7'b1000000;
			HEX2 = 7'b0001100;
			HEX1 = 7'b0000110;
			HEX0 = 7'b0101011;
			end
			else begin
			HEX5 = 7'b1000110;
			HEX4 = 7'b1000111;
			HEX3 = 7'b1000000;
			HEX2 = 7'b0010010;
			HEX1 = 7'b0000110;
			HEX0 = 7'b1000000;
			end
			end
	endcase
	end
endmodule
==> design/flow/run.sh <==
#!/bin/bash
# OpenROAD 26Q1-2900-gdf79404cd8, Yosys 0.63+post, stock flow scripts
make -C /OpenROAD-flow-scripts/flow DESIGN_CONFIG=/design/flow/config.mk WORK_HOME=/design/flow/orfs finish
==> design/flow/config.mk <==
export PLATFORM = sky130hd
export DESIGN_NAME = lab3_top
export DESIGN_NICKNAME = lab3_top
export VERILOG_FILES = /design/flow/design.v
export SDC_FILE = /design/flow/constraint.sdc
export NUM_CORES = 4
export LEC_CHECK = 1
export CORE_AREA = 10 10 92 92
export DIE_AREA = 0 0 102 102
==> design/flow/constraint.sdc <==
current_design lab3_top

set clk_period 2.5
set clk_io_pct 0.2

create_clock -name clk0 -period $clk_period [get_ports {KEY}]

set non_clock_inputs [all_inputs -no_clocks]
set_input_delay [expr $clk_period * $clk_io_pct] -clock clk0 $non_clock_inputs
set_output_delay [expr $clk_period * $clk_io_pct] -clock clk0 [all_outputs]
==> results.sh <==
# source this file to load flow results
export IMPL_run_status="complete, but fails checks"
export IMPL_failed_checks="negative setup slack"
export IMPL_final_setup_viol_count=37
export IMPL_hold_viol_final=0
export IMPL_die_area_um2=10400
export IMPL_diodes=0
export IMPL_synth_area_um2=973.4
export IMPL_min_delay_start="KEY[3]"
export IMPL_dp_hpwl_um=2387
export IMPL_synth_seq_cells=12
export IMPL_drive_gt1_share_pct=60.98
export IMPL_io_buffers=41
export IMPL_drc=0
export IMPL_flop_area_um2=246.5
export IMPL_num_fill_cells=654
export IMPL_path_clk_slew_ps=30
export IMPL_min_path_type="clock port to register"
export IMPL_power_density_nw_per_um2=1374
export IMPL_reg2reg_from="state[0]"
export IMPL_dpl_cell_area_um2=1435
export IMPL_core_rowCount=29
export IMPL_fp_coreArea_um2=6459
export IMPL_dpl_cell_count=235
export IMPL_fp_util_pct=15.07
export IMPL_grt_antenna_before_repair=0
export IMPL_r2r_slack_ps=1530
export IMPL_syn_area_per_cell_um2=8.112
export IMPL_routed_wl_um=3613
export IMPL_grt_util_all_layers_pct=6.733
export IMPL_grt_start_max_net_pins=14
export IMPL_mux_share_pct=0
export IMPL_p_leak_uw=0.0009507
export IMPL_yosys_area_share_simple_pct=24.94
export IMPL_top_logic_kind="buffers and inverters"
export IMPL_crit_type="register to output pin"
export IMPL_maxSlewViolCount=0
export IMPL_crit_path_end_kind="output pin"
export IMPL_yosys_area_share_adder_pct=0
export IMPL_cap_violations=0
export IMPL_drtIter0Drc=38
export IMPL_ctsHoldBuffers=0
export IMPL_globalplace_congestion=0.8542
export IMPL_avgRoutedWirePerCell_um=12.81
export IMPL_antenna_left=0
export IMPL_worst_slack_ps=-975.4
export IMPL_fp_dieH_um=102
export IMPL_ir_drop_uv=458.3
export IMPL_warning_count=110
export IMPL_worstHoldPathCells=3
export IMPL_crit_family="buffers and inverters"
export IMPL_worstSkewPairLatency_ps=290
export IMPL_area_growth_pct=92.16
export IMPL_grt_pass1_vias=1320
export IMPL_die_w_um=102
export IMPL_vias_per_cell=4.032
export IMPL_ys_sh_aoi_pct=15.68
export IMPL_grt_pass1_wl_um=5706
export IMPL_ys_sh_xor_pct=0
export IMPL_place_ws_ps=-990.5
export IMPL_crit_chain="nor4_4 > buf_4 > nand4b_1 > buf_4 > a21boi_4 > buf_2"
export IMPL_overflow=0
export IMPL_crit_path_start_kind="register"
export IMPL_crit_cells=6
export IMPL_crit_fanout=4
export IMPL_holdPathEnd="state[11]"
export IMPL_rr_endpoint="state[7]"
export IMPL_worstPathRequired_ps=2000
export IMPL_slowest_delay_ps=320
export IMPL_cp_num_buf_inv=3
export IMPL_cts_tree="done"
export IMPL_vias=1137
export IMPL_clock_skew_final_ps=14.40
export IMPL_yosysSeqAreaShare_pct=24.68
export IMPL_power_total_uw=2571
export IMPL_rr_worst_depth=4
export IMPL_drtPass1Iterations=4
export IMPL_crit_top_cell="buf_4"
export IMPL_yosys_warnings=11
export IMPL_rsz0062_at_grt="yes"
export IMPL_slowest_stage="dfxtp_2"
export IMPL_cp_arrival_ps=2980
export IMPL_largest_register_ffs=12
export IMPL_fin_area_um2=1871
export IMPL_io_pins=60
export IMPL_instances_no_fill=282
export IMPL_yosys_area_um2=973.4
export IMPL_layout_area_comb_um2=553.0
export IMPL_synth_cell_type_count=34
export IMPL_syn_inst=120
export IMPL_yosys_cells=120
where the power goes:
part	leakage, uW	total (uW)	internal, uW	switching [uW]
Combinational	0.000620	1500	1010	487
Sequential	0.000100	272	235	37.3
Clock	0.000230	801	559	241
Total	0.000951	2570	1800	766
placed cells by master (no fill, tap or decap), types with 2 or more instances in the layout:
cell	synthesis	routed
buf_6	1	31
buf_4	37	29
buf_2	4	22
inv_1	3	17
conb_1	2	15
clkbuf_8	0	13
dfxtp_1	12	7
and3_1	6	5
nor2_1	9	5
dfxtp_2	0	5
o21a_1	4	4
nor2_2	0	3
nand2_1	4	3
clkbuf_2	0	3
nor4_4	2	2
nand4b_1	2	2
o21ai_0	2	2
a21oi_1	4	2
nor3_1	3	2
o21ai_2	0	2
o2bb2ai_1	2	2
nor4b_2	1	2
a21oi_2	0	2
nor2b_1	2	2
worst max-delay path by stage:
stage	start	end
CTS	state[4]	HEX4[4]
global route	state[4]	HEX4[3]
finish	state[4]	HEX4[4]
metrics by stage:
stage	hold WS [ps]	util (%)	setup TNS, ps
2_1_floorplan	111.6	-	-11560
5_1_grt	97.58	28.96	-33260
4_1_cts	84.34	28.73	-30910
6_report	86.40	28.96	-29780
3_5_place_dp	111.6	22.22	-38480
3_3_place_gp	111.6	22.22	-37370
timing repair:
| item | CTS | global route |
|---|---|---|
| setup endpoints to repair | 57 | 44 |
| buffers inserted | 18 | 2 |
| pin swaps | 14 | 6 |
| gates resized | 168 | 10 |
final cells by class:
type                    count  area share [%]
flip-flops and latches     12           13.18
clock buffers              14           9.766
clock inverters            17           4.147
multi-input cells          74           29.57
repair buffers             86           37.53
inverters                   2          0.6689
well taps                  77           5.151
worst reg2reg max path: stages (launching register included):
cell,delay (ps)
dfxtp_1,370
nand2_1,90
clkbuf_8,150
clkbuf_8,130
nor3_1,150
logic make-up (layout without fill, tap and decap cells):
| family | Yosys count | after routing |
|---|---|---|
| other | 2 | 15 |
| AOI/OAI and AO/OA | 23 | 23 |
| DFF | 12 | 12 |
| buffers and inverters | 47 | 119 |
| and+or+nand+nor | 36 | 36 |
metal layers:
| layer | part of all wire [%] | global-route usage (%) | wire (um) | vias to the layer above |
|---|---|---|---|---|
| met2 | 42 | 8.691 | 1505 | 74 |
| met4 | 4.4 | 5.857 | 159 | 0 |
| met5 | 0 | 0 | 0 | - |
| met1 | 38 | 6.740 | 1387 | 516 |
| li1 | - | - | - | 532 |
| met3 | 15 | 5.521 | 559 | 15 |
synthesized netlist by cell type:
master | n | area share, %
a21boi_1 | 2 | 1.5
nor4b_1 | 2 | 1.8
nor2b_1 | 2 | 1.3
nand4_1 | 1 | 0.64
conb_1 | 2 | 0.77
nor3b_1 | 1 | 0.77
a31oi_1 | 1 | 0.64
nand4b_1 | 2 | 1.8
nor4b_2 | 1 | 1.5
buf_2 | 4 | 2.1
nand2_1 | 4 | 1.5
inv_4 | 1 | 0.64
o31a_1 | 1 | 0.90
inv_1 | 3 | 1.2
nand2b_1 | 1 | 0.64
a21oi_1 | 4 | 2.1
o31ai_1 | 1 | 0.77
nor3_1 | 3 | 1.5
and3_1 | 6 | 3.9
o22ai_1 | 1 | 0.64
nor2_1 | 9 | 3.5
buf_6 | 1 | 1.2
or4b_1 | 1 | 1.0
o21a_1 | 4 | 3.1
a41oi_1 | 1 | 0.90
a21boi_0 | 1 | 0.77
nor4_1 | 1 | 0.64
o2bb2ai_1 | 2 | 1.8
o21ai_1 | 3 | 1.5
dfxtp_1 | 12 | 25
clkbuf_1 | 1 | 0.39
o21ai_0 | 2 | 1.0
nor4_4 | 2 | 4.4
buf_4 | 37 | 29
Power is estimated from default activity; no workload was simulated.
